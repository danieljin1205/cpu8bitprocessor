--- flow/config.mk ---
export PLATFORM = sky130hd
export DESIGN_NAME = alu_unit
export DESIGN_NICKNAME = alu_unit
export VERILOG_FILES = /design/flow/design.v
export SDC_FILE = /design/flow/constraint.sdc
export NUM_CORES = 4
export LEC_CHECK = 1
export CORE_AREA = 10 10 88 88
export DIE_AREA = 0 0 98 98
--- flow/constraint.sdc ---
current_design alu_unit

set clk_period 5.8
set clk_io_pct 0.2

create_clock -name clk0 -period $clk_period

set non_clock_inputs [all_inputs -no_clocks]
set_input_delay [expr $clk_period * $clk_io_pct] -clock clk0 $non_clock_inputs
set_output_delay [expr $clk_period * $clk_io_pct] -clock clk0 [all_outputs]
--- flow/design.v ---
`timescale 1ns / 1ps
module alu_unit(
    input ex_stage,
    input [2:0] opcode,
    input ALUcontrol,
    input ALUsrc,  
    input [7:0] reg_data1,
    input [7:0] reg_data2,
    input [7:0] extended_immediate,
    output [7:0] ALUresult
    );
    reg [7:0] ALUresult_temp;
    wire [7:0] secondReg;
    initial
    begin
        ALUresult_temp = 0;
    end
    always @(ex_stage)
    begin
        #5
        case (ALUsrc)
            0: begin  
                    case (ALUcontrol)
                        0:  ALUresult_temp = reg_data1 + reg_data2;
                        1:  ALUresult_temp = reg_data1 - reg_data2;
                    endcase
               end
            1: begin  
                    case(opcode)
                        'b100: begin  
                                    ALUresult_temp = reg_data1 + extended_immediate;  
                               end
                        default: begin  
                                    case (ALUcontrol)
                                        0:  ALUresult_temp = reg_data2 + extended_immediate;
                                        1:  ALUresult_temp = reg_data2 - extended_immediate;
                                    endcase
                                 end
                    endcase
               end
        endcase
    end
    assign ALUresult = ALUresult_temp;
endmodule
--- flow/run.sh ---
#!/bin/bash
# OpenROAD 26Q1-2900-gdf79404cd8, Yosys 0.63+post, stock flow scripts
make -C /OpenROAD-flow-scripts/flow DESIGN_CONFIG=/design/flow/config.mk WORK_HOME=/design/flow/orfs finish
==> flow_summary.toml <==
# implementation run metrics
[logic_synthesis]
yosys_warnings = 1
ys_cells = 177
syn_area_um2 = 1290
yosys_area_um2 = 1290
synthCells = 177
synth_cell_types = 34
ys_seq_frac = 0
syn_area_per_cell_um2 = 7.27

[sta]
maxSlewHeadroom = 0.719
whs_ns = 3.40
tns_ns = 0
tightest_slew_ns = 0.418
drv_slew = 0
fmax_mhz = 186
hold_viol = 0
min_period_ns = 5.36
fin_crit_sh = 0.925
rsz0062_at_grt = "false"
setup-violations-final = 0

[worst_setup_path]
critPathCaptureType = "output port"
endpoint = "ALUresult[6]"
path_cells = "clkdlybuf4s50_1 > inv_1 > ha_1 > mux2i_1 > fa_1 > a21o_1 > a21oi_1 > o21bai_1 > a21oi_1 > xor2_1 > a211oi_1 > clkdlybuf4s50_1"
slowest_delay_ns = 0.58
crit_slowest_cell = "clkdlybuf4s50_1"
crit_cells = 12
worstPathRequired_ns = 4.64
cp-start-kind = "primary input"
cp_top_family = "buffers and inverters"
cp-startpoint = "reg_data2[1]"
cp_max_fo = 5
path_class = "primary input to output port"
path_buffers = 3
arrival_ns = 4.20

[global_route]
first_global_vias = 1296
grt_pass1_wl_um = 6010
grt_max_degree = 11
grt-ovfl-total = 0
antenna_found_initial = 0
grtUsageTotal = 0.0731

[min_path]
holdCritPathClass = "primary input to output port"

[drt]
num_vias = 1273
via_per_inst = 4.44
drtAntennaViolNets = 0
routed_wl_um = 3630
drc = 0
avgRoutedWirePerCell_um = 12.6
first_iter_violations = 48
drt_first_pass_iters = 4
num_antenna_cells = 0

[placed_design]
numPortBuffers = 37
post-dp-hpwl_um = 3270
routabilityCongestion = 0.811

[cells_and_area]
flops = 0
ff_latch_area_um2 = 0
syn_to_final_growth_pct = 35.8
fillers = 626
nClkBuffers = 0
drive_gt1_frac = 0.0377

[job]
maxCapViolCount = 0
warning_count = 33

[die]
fp_util = 0.217
coreArea_um2 = 5920
rows = 28
dieArea_um2 = 9600
io_pins = 38
die_y_um = 98
die_w_um = 98

[power]
p_leak_uw = 0.000744
peakVddDrop_v = 0.0000391
p_per_area_nw_per_um2 = 121

[run_status]
status = "complete, no violations"

[clocking]
cts_hold_buf = 0
postCtsSetupBuffers = 0
ctsResizeCount = 0
-- synth_stat cells --
| cell | n | area share |
|---|---|---|
| o21bai_1 | 2 | 0.012 |
| or3_1 | 1 | 0.0049 |
| xor2_1 | 8 | 0.054 |
| a21o_1 | 3 | 0.018 |
| nand3b_1 | 1 | 0.0058 |
| or2b_1 | 1 | 0.0058 |
| ha_1 | 23 | 0.22 |
| and3_1 | 1 | 0.0049 |
| nand3_1 | 2 | 0.0078 |
| clkbuf_1 | 2 | 0.0058 |
| o41ai_2 | 2 | 0.025 |
| a211oi_2 | 1 | 0.0097 |
| o2111ai_1 | 1 | 0.0068 |
| nor3_1 | 8 | 0.031 |
| nor2_1 | 19 | 0.055 |
| fa_1 | 3 | 0.047 |
| nand2_1 | 7 | 0.020 |
| a21oi_2 | 1 | 0.0068 |
| o21a_1 | 1 | 0.0058 |
| o21ai_2 | 1 | 0.0068 |
| a31oi_1 | 7 | 0.034 |
| and2_1 | 1 | 0.0049 |
| mux2i_1 | 5 | 0.039 |
| a21oi_1 | 13 | 0.051 |
| inv_1 | 19 | 0.055 |
| o22ai_1 | 1 | 0.0049 |
| nor2b_4 | 1 | 0.011 |
| xnor2_1 | 23 | 0.16 |
| or2_2 | 1 | 0.0049 |
| o21ai_0 | 9 | 0.035 |
| nor2b_1 | 3 | 0.015 |
| buf_1 | 1 | 0.0029 |
| o211ai_1 | 3 | 0.018 |
| a211oi_1 | 2 | 0.012 |
-- cell type report --
type | instances | area [um2] | area share
multi-input cells | 155 | 1200 | 0.689
well taps | 75 | 93.8 | 0.0537
inverters | 19 | 71.3 | 0.0408
repair buffers | 38 | 378 | 0.216
-- cell usage in the layout, fill, tap and decap left out, types with 3 or more instances in the layout --
master and n:
clkdlybuf4s50_1 37, xnor2_1 23, ha_1 23, inv_1 19
nor2_1 19, a21oi_1 13, o21ai_0 9, nor3_1 8
xor2_1 8, a31oi_1 7, nand2_1 7, mux2i_1 5
a21o_1 3, o211ai_1 3, nor2b_1 3, fa_1 3
-- how the worst min path moves through the flow --
stage / startpoint / endpoint / slack [ns] / cells after the start
CTS: reg_data1[0] / ALUresult[0] / 3.41 / 5
global route: reg_data1[0] / ALUresult[0] / 3.45 / 5
finish: reg_data1[0] / ALUresult[0] / 3.40 / 5
-- cell families after synthesis --
kind of cell | Yosys count | share of synthesized area
compound gates | 47 | 0.244
xor+xnor | 31 | 0.211
fa+ha+maj | 26 | 0.270
buf+inv | 22 | 0.0642
mux | 5 | 0.0389
simple gates | 46 | 0.171
-- layer usage --
| layer | share of wire | GRT usage | vias up |
|---|---|---|---|
| met5 | 0 | 0 | - |
| met3 | 0.038 | 0.00996 | 0 |
| met2 | 0.50 | 0.139 | 17 |
| li1 | - | - | 696 |
| met4 | 0 | 0.00224 | 0 |
| met1 | 0.46 | 0.0885 | 560 |
-- power by group --
group          switching, uW  internal (uW)  total (uW)
clock network              0              0           0
registers                  0              0           0
logic                   95.3            117         212
-- metrics by stage --
step | area (um2) | total power, uW | utilization | setup WS (ns) | cells
detailed placement | 1750 | 214 | 0.295 | 0.420 | 287
global placement | 1750 | 213 | 0.295 | 0.444 | 287
CTS | 1750 | 215 | 0.295 | 0.402 | 287
finish | 1750 | 212 | 0.295 | 0.436 | 287
floorplan | 1290 | 132 | - | 1.76 | 177
global route | 1750 | 238 | 0.295 | 0.191 | 287
-- tightest hold or removal path: cells and delay by family --
| family | cells | cell delay, ns |
|---|---|---|
| buffers and inverters | 3 | 0.90 |
| muxes | 1 | 0.06 |
| adders and majority gates | 1 | 0.12 |
Power figures rest on the tool's default switching activity, not on a simulated workload.
