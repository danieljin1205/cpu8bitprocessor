$ cat ./run.sh
#!/bin/bash
# OpenROAD 26Q1-2900-gdf79404cd8, Yosys 0.63+post, stock flow scripts
make -C /OpenROAD-flow-scripts/flow DESIGN_CONFIG=/design/flow/config.mk WORK_HOME=/design/flow/orfs finish
$ cat ./config.mk
export PLATFORM = sky130hd
export DESIGN_NAME = program_counter
export DESIGN_NICKNAME = program_counter
export VERILOG_FILES = /design/flow/design.v
export SDC_FILE = /design/flow/constraint.sdc
export NUM_CORES = 4
export LEC_CHECK = 1
export CORE_AREA = 10 10 91 91
export DIE_AREA = 0 0 101 101
$ cat ./constraint.sdc
current_design program_counter

set clk_period 5.8
set clk_io_pct 0.2

create_clock -name clk0 -period $clk_period [get_ports {clock}]

set non_clock_inputs [all_inputs -no_clocks]
set_input_delay [expr $clk_period * $clk_io_pct] -clock clk0 $non_clock_inputs
set_output_delay [expr $clk_period * $clk_io_pct] -clock clk0 [all_outputs]
$ cat ./design.v
`timescale 1ns / 1ps
module program_counter(
    input clock,
    input [7:0] current_pc,
    output [7:0] new_pc,
    output if_stage,
    output id_stage,
    output ex_stage,
    output mem_stage,
    output wb_stage,
    output startbit
    );
    reg [7:0] current_pc_temp;
    reg [7:0] new_pc_temp;
    reg if_stage_temp;
    reg id_stage_temp;
    reg ex_stage_temp;
    reg mem_stage_temp;
    reg wb_stage_temp;
    reg startbit_temp;  
    reg [7:0] newstage;
    initial
    begin
        current_pc_temp = 0;
        new_pc_temp = 0;
        if_stage_temp = 0;
        id_stage_temp = 0;
        ex_stage_temp = 0;
        mem_stage_temp = 0;
        wb_stage_temp = 0;
        startbit_temp = 0;
        newstage=0;
    end
    always @(posedge clock)
    begin 
        startbit_temp = 1;  
        newstage = (newstage + 1) % 5;
        case(newstage)
            1: begin
                new_pc_temp = current_pc;
                if_stage_temp = ~if_stage_temp;
               end
            2: begin
                id_stage_temp = ~id_stage_temp;
               end
            3: begin
                ex_stage_temp = ~ex_stage_temp;
               end
            4: begin
                mem_stage_temp = ~mem_stage_temp;
               end
            0: begin
                wb_stage_temp = ~wb_stage_temp;
               end
        endcase
    end
    assign new_pc = new_pc_temp;
    assign if_stage = if_stage_temp;
    assign id_stage = id_stage_temp;
    assign ex_stage = ex_stage_temp;
    assign mem_stage = mem_stage_temp;
    assign wb_stage = wb_stage_temp;
    assign startbit = startbit_temp;
endmodule
==> deck_impl_summary.md <==
Key Metrics from the Run

Run status
  – Status: complete, no violations

Global route
  – Largest net degree at the start of global routing: 15
  – Total GRT Usage: 11.5%
  – Vias in the first global route: 2025
  – GRT overflow: 0
  – First-pass GRT wire length: 9860 um
  – Initial antenna violation count: 0

Finish
  – Non-Filler Instances: 382
  – Layout cells sized above 1: 28.9%
  – Post-layout util: 47.0%
  – Layout area overhead: 30.7%
  – Final Instance Area: approximately 3000 sq um

Synth
  – Main synth FF type: edfxtp_1
  – Asr flop ratio synth: 0%
  – Yosys stat chip area: 2280 sq um
  – Mean Syn Cell Area: about 8.7 sq um
  – Post-synth seq share: 25.0%
  – Synth area leader: edfxtp_1
  – Synth cell types: 78
  – Number of enable flip-flop cells: 13
  – Synth warnings: 1
  – Cell count in the Yosys report: 262
  – Largest type area fraction: 17.1%
  – Mapped Area: 2280 sq um
  – Synth flops: 22
  – Top cells by area: edfxtp_1, dfxtp_1, ha_1, nor2_1, nor3_1
  – Synth Instances: 262

STA
  – Final setup violation count: 0
  – Skew final: 1.28 ps
  – Slew Limit Fails: 0
  – Fmax: 180 MHz
  – Fin crit period: 5570 ps
  – Worst-margin pin slew: 771 ps
  – Slew margin rel.: 48.1%
  – Sum Neg Setup Slack: 0 ps
  – Endpoints failing hold: 0
  – Hold Slack: 544 ps
  – Period utilisation layout: 96.0%

CTS
  – Clk latency of the worst-skew pair: 260 ps
  – Clk buf depth: 2
  – CTS tree: yes
  – CTS H-Tree Depth: 1
  – Clock transition at path regs: 80 ps
  – Num CTS Buffers: 3
  – Sink Count: 22
  – Root buffer cell: clkbuf_8

Setup path
  – Crit-path most repeated cell: nor2_2
  – Crit-path leading delay family: simple AND/OR/NAND/NOR gates
  – RR Endpoint: if_stage_temp
  – Critical path buffers and inverters: 3
  – Startpoint types: flop
  – CP peak stage delay: 450 ps
  – RR Startpoint: newstage[1]
  – R2R cell count: 27
  – Critical Path AT: 5540 ps
  – Crit Path Max Fanout: 6
  – Reg2reg setup slack: 230 ps
  – Crit-path slowest cell: or3_4
  – Critical path required time: roughly 5800 ps
  – WS Path Type: reg2reg
  – Crit end category: flop

Floorplan
  – Core ar.: 6350 sq um
  – Row cnt: 29
  – Die X: 101 um
  – I/O pins: 23
  – Initial Util: 36.0%
  – Die height: 101 um
  – Die Area: 10200 sq um

Worst hold path
  – Worst Hold Launch: if_stage_temp
  – Hold endpoint: if_stage_temp
  – Min-Delay Path Class: reg2reg
  – Hold path cells: 1

Placed design
  – Area post-placement: 2740 sq um
  – IO Port Bufs: 22
  – Gpl congestion: 0.976
  – Placed cell count: roughly 370
  – Dpl hpwl: about 4700 um

Routing
  – Antenna Violating Nets Remaining: 0
  – Residual DRC: 0
  – Final wirelength: 5940 um
  – Drt via density: 5.64
  – Via count: 2154
  – 1st-pass router iterations: 7
  – Avg WL per Cell: 15.6 um
  – Detailed Route Iter0 Violations: between 100 and 150
  – Antenna diodes: 0

Power
  – Pwr/cell area: 98.1 nW/um^2
  – Lkg Pwr: 1.10 nW
  – Peak VDD IR: 0.140 mV

Job
  – Max-cap violations: 0
  – Log Warnings: 28
cells in the mapped netlist, types with 3 or more instances:
library cell / instances
edfxtp_1: 13
nor4_1: 4
o31ai_1: 4
o21ai_0: 8
a31oi_1: 5
clkbuf_1: 4
nor3_4: 3
or2_1: 3
and2_1: 3
a221oi_1: 6
nand4_1: 5
xnor2_1: 5
a211oi_1: 3
nor2_1: 19
o21ai_1: 5
inv_1: 13
o311ai_1: 3
nor3_1: 12
nand2_1: 16
nand3_1: 10
mux2i_1: 3
a21oi_1: 8
dfxtp_1: 9
o211ai_1: 5
a21o_1: 4
buf_2: 7
and3_1: 3
nor3_2: 3
buf_6: 4
ha_1: 7
nor2b_1: 5
how the worst max path moves through the flow:
stage | startpoint | end | slack, ps | depth (start not counted)
4_1_cts | newstage[1] | new_pc_temp[4] | 10 | 27
5_1_grt | newstage[1] | new_pc_temp[5] | -40 | 28
6_report | newstage[1] | if_stage_temp | 230 | 27
logic make-up (layout without fill, tap and decap cells):
logic type	count (synthesis)	count (layout)	share of synthesized area (%)
other	1	1	0.164
AND/OR/NAND/NOR	101	101	26.2
XOR/XNOR	8	8	3.40
adder cells (fa/ha/maj)	7	7	3.84
multiplexers	6	6	2.79
flip-flops	22	22	25.0
AND-OR/OR-AND	85	86	31.3
buffers and inverters	32	74	7.29
timing repair:
item / 4_1_cts / 5_1_grt
setup endpoints to repair: 9 / 15
cloned: 1 / 0
gates resized: 6 / 18
setup buffers: 2 / 5
hold buffers: 0 / 0
pin swaps: 4 / 13
layout make-up:
class,instances,area (sq um)
inverters,15,56.3
flip-flops and latches,22,576
well taps,77,96.3
multi-input cells,209,1720
repair buffers,55,472
clock buffers,4,66.3
fillers,571,3370
stage by stage:
stage,total power [mW],setup slack [ps]
after floorplan,0.168,5.27
after global placement,0.174,65.6
after detailed placement,0.174,-46.9
after CTS,0.297,10.1
after global routing,0.301,-42.0
final,0.293,235
per-layer routing:
layer  vias up  GRT usage, %  routed length (um)
li1       1106             -                   -
met1       990          16.7                2840
met2        48          18.3                2850
met3        10          1.39                 171
met4         0          2.14                  91
met5         -             0                   0
sequential cells by signal, indices dropped and copies added (netlist names):
name	cells
ex_stage_temp	1
id_stage_temp	1
wb_stage_temp	1
new_pc_temp	8
startbit_temp	1
newstage	8
if_stage_temp	1
mem_stage_temp	1
cells in the final DEF, fill, tap and decap left out, types with 7 or more instances in the layout:
master           Yosys  layout
a21oi_1              8       8
edfxtp_1            13      13
inv_1               13      12
nand2_1             16      16
nor2_1              19      15
nor3_1              12      11
dfxtp_1              9       7
nand3_1             10       8
buf_4                2      32
clkdlybuf4s50_1      0      22
o21ai_0              8       7
power breakdown:
group | internal (mW) | total [mW] | switching (mW)
clock network | 0.0748 | 0.123 | 0.0479
logic | 0.00519 | 0.00591 | 0.000723
registers | 0.164 | 0.164 | 0.0000689
Power figures rest on the tool's default switching activity, not on a simulated workload.
