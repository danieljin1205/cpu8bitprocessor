<file path="flow/config.mk">
export PLATFORM = sky130hd
export DESIGN_NAME = jump_mux
export DESIGN_NICKNAME = jump_mux
export VERILOG_FILES = /design/flow/design.v
export SDC_FILE = /design/flow/constraint.sdc
export NUM_CORES = 4
export LEC_CHECK = 1
export CORE_AREA = 10 10 70 70
export DIE_AREA = 0 0 80 80
</file>
<file path="flow/constraint.sdc">
current_design jump_mux

set clk_period 1.0
set clk_io_pct 0.2

create_clock -name clk0 -period $clk_period

set non_clock_inputs [all_inputs -no_clocks]
set_input_delay [expr $clk_period * $clk_io_pct] -clock clk0 $non_clock_inputs
set_output_delay [expr $clk_period * $clk_io_pct] -clock clk0 [all_outputs]
</file>
<file path="flow/design.v">
`timescale 1ns / 1ps
module jump_mux(
    input wb_stage,
    input startbit,
    input [7:0] pc,
    input [7:0] jump_address_extended,
    input jump_flag,
    output [7:0] mux_jump_output
    );
    reg [7:0] mux_jump_output_temp;
    reg [7:0] added1;
    initial
    begin
        mux_jump_output_temp = 0;
        added1 = 0;
    end
    always @(wb_stage)
    begin
        if(startbit==1)
        begin
            added1 = pc + 1;
        end
    end
    always @(added1)
    begin
        case (jump_flag)
            0: mux_jump_output_temp = added1;
            1: mux_jump_output_temp = jump_address_extended;
        endcase
    end
    assign mux_jump_output = mux_jump_output_temp;
endmodule
</file>
<file path="flow/run.sh">
#!/bin/bash
# OpenROAD 26Q1-2900-gdf79404cd8, Yosys 0.63+post, stock flow scripts
make -C /OpenROAD-flow-scripts/flow DESIGN_CONFIG=/design/flow/config.mk WORK_HOME=/design/flow/orfs finish
</file>
==> run notes <==
Implementation results are summarized by area below.

STA
The smallest clock period supported by the final layout is computed as 1.13 ns. The actual transition at the worst max-transition pin is 0.208 ns. Setup repair after global routing could not meet its margin everywhere. Hold-check failures listed in the final report amount to 0.

Per the final report, max-transition violations number 0. The count of unclocked register or latch pins is 8. 8 endpoints have no timing constraint.

In the finished design, the share of the clock period the worst path needs comes to 1.13. The total setup violations reported at the end of the flow is 8. The smallest setup slack after layout is -0.131 ns. The worst relative slew slack is 0.861.

The achievable frequency is 884 MHz.

Floorplan
In this run the horizontal extent of the chip is 80 um. The die area is 6400 um2. The die is 80 um tall. The top-level I/O count is 27. The number of rows created at floorplan is 21. The total area inside the core boundary comes to 3420 um2. The share of the core area taken by cells at floorplan is 0.0971.

Run
The count of tool warnings is 35. The reported max-cap violation count is 0.

Yosys
The share of Yosys cell area claimed by the top area cell type is 0.362. The synthesized instance count is 33. The count of library flops with an enable pin is 0. The biggest area consumer among synthesized cells is sky130_fd_sc_hd__dlxtp_1. Among all flip-flop cells after synthesis, the most frequent one is sky130_fd_sc_hd__dlxtp_1. In this run the cell area of the synthesized design comes to 332 um2. For this run, the number of Yosys warnings is 1. Yosys attributes the largest share of cell area to sky130_fd_sc_hd__dlxtp_1 36%, sky130_fd_sc_hd__mux2_2 27%, sky130_fd_sc_hd__xnor2_1 7.9%, sky130_fd_sc_hd__xor2_1 7.9%, sky130_fd_sc_hd__ha_1 3.8%. The synthesis run shows the most used standard cells to be 8 x sky130_fd_sc_hd__dlxtp_1, 8 x sky130_fd_sc_hd__mux2_2, 3 x sky130_fd_sc_hd__xnor2_1, 3 x sky130_fd_sc_hd__xor2_1. After synthesis, the share of flip-flops with an asynchronous set or reset is 0. Yosys mapped the design onto 13 distinct sky130hd cell types. In this run, synthesis produced a sequential element count of 8. Each instance of the synthesized netlist takes up on average 10.0 um2.

According to the Yosys statistics, the synthesized design has a chip area of 332 um2. Yosys stat counts 33 cells in the synthesized netlist.

Finish
The layout filler cell count is 374. The final report gives the core utilization as 0.204. The register with the most flip-flops in the layout has 8 of them.

The relative area change from synthesis to final layout is 110%. The post-route non-filler standard cell count is 107. The layout cell share with drive strength beyond 1 is 0.361.

Setup path
The arrival time of data at the critical path endpoint is 0.93 ns. The worst setup path is launched from an input port. The data required time at the worst endpoint is 0.80 ns. In the setup report, the worst path falls into the class in -> out. STA classifies the critical path endpoint as a primary output. The maximum fanout along the worst path is 3.

Route
The DRC marker count from the first detailed-route iteration is 0. The DRC violation count after routing is 0. The routed length per instance is 9.76 um. The count of nets left with antenna violations after detail routing is 0.

The number of vias per cell is 3.04. The length of the first detailed-routing pass in iterations is 1. The total wire length is 1040 um. The routed via count is 325. The number of antenna repair diodes is 0.

Global routing
The largest net degree at the start of global routing is 9. The met1 usage in global routing is 0.0254. The total track usage is 0.0283. The number of global-route vias before repair is 327. In the global route stage, met2 resource usage came out at 0.0594.

Global routing put the most usage on met2. For this run the aggregate overflow at the end of global routing stands at 0. The global routing report lists met3 layer usage as 0.0114. The first-pass GRT wire length is 1510 um.

The number of antenna violations at the first check in global routing is 0.

Run status
The run finished, with violations left. The checks that failed: setup timing.

Worst hold path
The class of the most critical hold timing path is in -> out.

Placement
The wire-length estimate of the detail-placed layout is 927 um. Counting tap cells, the placed design contains a total of 106 instances. Port buffering added 26 buffers. The global placement routability congestion is 0.690.

Power and ir drop
The largest vdd supply drop is 0.0538 mV. Dividing total power by cell area gives a power density of 337 nW/um2. The leakage component of the power was reported as 0.000326 uW.

CTS
The number of buffers added to fix hold violations after cts is 0.
[worst paths after layout]
| kind | cells past startpoint | endpoint | from |
|---|---|---|---|
| worst max-delay path | 5 | mux_jump_output[1] | jump_flag |
| worst min-delay path | 3 | mux_jump_output[6] | jump_address_extended[6] |
[power by group]
group	switching [uW]	internal (uW)
Clock	0	0
Combinational	57.9	146
Sequential	2.95	28.1
Total	60.9	174
[per-layer routing]
layer | vias up | routed length, um
met5 | - | 0
met1 | 143 | 357
met2 | 14 | 568
met4 | 0 | 0
met3 | 0 | 118
li1 | 168 | -
[cell type report]
| class | instances | area, um2 | area share |
|---|---|---|---|
| tap | 46 | 57.6 | 0.0826 |
| multi-input combinational | 23 | 233 | 0.334 |
| inverter | 1 | 3.75 | 0.00539 |
| timing repair buffer | 29 | 283 | 0.406 |
| sequential | 8 | 120 | 0.172 |
[layout by cell type, fill, tap and decap left out]
cell                               n
sky130_fd_sc_hd__mux2_4            8
sky130_fd_sc_hd__dlxtp_1           8
sky130_fd_sc_hd__inv_1             1
sky130_fd_sc_hd__buf_2             2
sky130_fd_sc_hd__dlygate4sd2_1     8
sky130_fd_sc_hd__nor3_2            1
sky130_fd_sc_hd__nand3_2           1
sky130_fd_sc_hd__and3_1            1
sky130_fd_sc_hd__clkdlybuf4s50_1   9
sky130_fd_sc_hd__nand3_1           2
sky130_fd_sc_hd__nor2_1            1
sky130_fd_sc_hd__nand2_1           2
sky130_fd_sc_hd__buf_6            10
sky130_fd_sc_hd__ha_1              1
sky130_fd_sc_hd__xor2_1            3
sky130_fd_sc_hd__xnor2_1           3
[critical path: stages]
cell	delay, ns
sky130_fd_sc_hd__buf_6	0.10
sky130_fd_sc_hd__buf_6	0.11
sky130_fd_sc_hd__buf_6	0.12
sky130_fd_sc_hd__mux2_4	0.29
sky130_fd_sc_hd__buf_6	0.11
[through the flow]
stage          setup WS (ns)  setup TNS, ns  total power, uW  cell area [um2]  hold slack [ns]
5_1_grt               -0.153         -0.562              251              697            0.813
3_5_place_dp          -0.769          -6.05              221              659             1.44
6_report              -0.131         -0.436              235              697            0.800
2_1_floorplan          0.119              0             81.8              332            0.499
4_1_cts               -0.137         -0.446              227              678            0.797
3_3_place_gp          -0.777          -6.09              221              659             1.44
[repair_timing]
item                       in CTS  in global routing
resized                        51                  3
setup endpoints to repair       8                  8
setup buffers                   1                  0
[cell families (layout without fill, tap and decap cells)]
kind of cell,Yosys count,count (layout),synth area share
latches,8,8,0.362
mux,8,8,0.272
buf+inv,2,30,0.0264
simple gates,8,8,0.143
xor+xnor,6,6,0.159
fa+ha+maj,1,1,0.0377
Power figures rest on the tool's default switching activity, not on a simulated workload.
